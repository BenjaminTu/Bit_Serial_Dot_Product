File: design/flow/design.v
module Accel #
( parameter HOST_ADDR_BITS = 8,
  parameter HOST_DATA_BITS = 32,
  parameter MEM_LEN_BITS = 8,
  parameter MEM_ADDR_BITS = 64,
  parameter MEM_DATA_BITS = 64
)
(
  input                         clock,
  input                         reset,
  input                         host_req_valid,
  input                         host_req_opcode,
  input    [HOST_ADDR_BITS-1:0] host_req_addr,
  input    [HOST_DATA_BITS-1:0] host_req_value,
  output                        host_req_deq,
  output                        host_resp_valid,
  output   [HOST_DATA_BITS-1:0] host_resp_bits,
  output                        mem_req_valid,
  output                        mem_req_opcode,
  output     [MEM_LEN_BITS-1:0] mem_req_len,
  output    [MEM_ADDR_BITS-1:0] mem_req_addr,
  output                        mem_wr_valid,
  output    [MEM_DATA_BITS-1:0] mem_wr_bits,
  input                         mem_rd_valid,
  input     [MEM_DATA_BITS-1:0] mem_rd_bits,
  output                        mem_rd_ready
);
  logic                      launch;
  logic                      finish;
  logic                      event_counter_valid;
  logic [HOST_DATA_BITS-1:0] event_counter_value;
  logic [HOST_DATA_BITS-1:0] constant;
  logic [HOST_DATA_BITS-1:0] length;
  logic  [MEM_ADDR_BITS-1:0] inp_baddr;
  logic  [MEM_ADDR_BITS-1:0] out_baddr;
  RegFile #
  (
    .MEM_ADDR_BITS(MEM_ADDR_BITS),
    .HOST_ADDR_BITS(HOST_ADDR_BITS),
    .HOST_DATA_BITS(HOST_DATA_BITS)
  )
  rf
  (
    .clock               (clock),
    .reset               (reset),
    .host_req_valid      (host_req_valid),
    .host_req_opcode     (host_req_opcode),
    .host_req_addr       (host_req_addr),
    .host_req_value      (host_req_value),
    .host_req_deq        (host_req_deq),
    .host_resp_valid     (host_resp_valid),
    .host_resp_bits      (host_resp_bits),
    .launch              (launch),
    .finish              (finish),
    .event_counter_valid (event_counter_valid),
    .event_counter_value (event_counter_value),
    .constant            (constant),
    .length              (length),
    .inp_baddr           (inp_baddr),
    .out_baddr           (out_baddr)
  );
  Compute #
  (
    .MEM_LEN_BITS(MEM_LEN_BITS),
    .MEM_ADDR_BITS(MEM_ADDR_BITS),
    .MEM_DATA_BITS(MEM_DATA_BITS),
    .HOST_DATA_BITS(HOST_DATA_BITS)
  )
  comp
  (
    .clock               (clock),
    .reset               (reset),
    .mem_req_valid       (mem_req_valid),
    .mem_req_opcode      (mem_req_opcode),
    .mem_req_len         (mem_req_len),
    .mem_req_addr        (mem_req_addr),
    .mem_wr_valid        (mem_wr_valid),
    .mem_wr_bits         (mem_wr_bits),
    .mem_rd_valid        (mem_rd_valid),
    .mem_rd_bits         (mem_rd_bits),
    .mem_rd_ready        (mem_rd_ready),
    .launch              (launch),
    .finish              (finish),
    .event_counter_valid (event_counter_valid),
    .event_counter_value (event_counter_value),
    .constant            (constant),
    .length              (length),
    .inp_baddr           (inp_baddr),
    .out_baddr           (out_baddr)
  );
endmodule
module Compute #
(
  parameter MEM_LEN_BITS = 8,
  parameter MEM_ADDR_BITS = 64,
  parameter MEM_DATA_BITS = 64,
  parameter HOST_DATA_BITS = 32
)
(
  input                         clock,
  input                         reset,
  output                        mem_req_valid,
  output                        mem_req_opcode,
  output     [MEM_LEN_BITS-1:0] mem_req_len,
  output    [MEM_ADDR_BITS-1:0] mem_req_addr,
  output                        mem_wr_valid,
  output    [MEM_DATA_BITS-1:0] mem_wr_bits,
  input                         mem_rd_valid,
  input     [MEM_DATA_BITS-1:0] mem_rd_bits,
  output                        mem_rd_ready,
  input                         launch,
  output                        finish,
  output                        event_counter_valid,
  output   [HOST_DATA_BITS-1:0] event_counter_value,
  input    [HOST_DATA_BITS-1:0] constant,
  input    [HOST_DATA_BITS-1:0] length,
  input     [MEM_ADDR_BITS-1:0] inp_baddr,
  input     [MEM_ADDR_BITS-1:0] out_baddr
);
  typedef enum logic [2:0] {IDLE,
                            READ_REQ,
                            READ_DATA,
                            WRITE_REQ,
                            WRITE_DATA} state_t;
  state_t state_n, state_r;
  logic [31:0] cnt;
  logic [MEM_DATA_BITS-1:0] data;
  logic [MEM_ADDR_BITS-1:0] raddr;
  logic [MEM_ADDR_BITS-1:0] waddr;
  always_ff @(posedge clock) begin
    if (reset) begin
      state_r <= IDLE;
    end else begin
      state_r <= state_n;
    end
  end
  always_comb begin
    state_n = IDLE;
    case (state_r)
      IDLE: begin
        if (launch) begin
          state_n = READ_REQ;
        end
      end
      READ_REQ: begin
        state_n = READ_DATA;
      end
      READ_DATA: begin
        if (mem_rd_valid) begin
          state_n = WRITE_REQ;
        end else begin
          state_n = READ_DATA;
        end
      end
      WRITE_REQ: begin
        state_n = WRITE_DATA;
      end
      WRITE_DATA: begin
        if (cnt == (length - 1'b1)) begin
          state_n = IDLE;
        end else begin
          state_n = READ_REQ;
        end
      end
      default: begin
      end
    endcase
  end
  logic last;
  assign last = (state_r == WRITE_DATA) & (cnt == (length - 1'b1));
  logic [HOST_DATA_BITS-1:0] cycle_counter;
  always_ff @(posedge clock) begin
    if (reset | state_r == IDLE) begin
      cycle_counter <= '0;
    end else begin
      cycle_counter <= cycle_counter + 1'b1;
    end
  end
  assign event_counter_valid = last;
  assign event_counter_value = cycle_counter;
  always_ff @(posedge clock) begin
    if (reset | state_r == IDLE) begin
      raddr <= inp_baddr;
      waddr <= out_baddr;
    end else if (state_r == WRITE_DATA) begin
      raddr <= raddr + 'd8;
      waddr <= waddr + 'd8;
    end
  end
  assign mem_req_valid = (state_r == READ_REQ) | (state_r == WRITE_REQ);
  assign mem_req_opcode = state_r == WRITE_REQ;
  assign mem_req_len = 'd0;  
  assign mem_req_addr = (state_r == READ_REQ)? raddr : waddr;
  always_ff @(posedge clock) begin
    if ((state_r == READ_DATA) & mem_rd_valid) begin
      data <= mem_rd_bits + {32'd0, constant};
    end
  end
  assign mem_rd_ready = state_r == READ_DATA;
  assign mem_wr_valid = state_r == WRITE_DATA;
  assign mem_wr_bits = data;
  always_ff @(posedge clock) begin
    if (reset | state_r == IDLE) begin
      cnt <= 'd0;
    end else if (state_r == WRITE_DATA) begin
      cnt <= cnt + 1'b1;
    end
  end
  assign finish = last;
endmodule
module RegFile #
 (parameter MEM_ADDR_BITS = 64,
  parameter HOST_ADDR_BITS = 8,
  parameter HOST_DATA_BITS = 32
)
(
  input                         clock,
  input                         reset,
  input                         host_req_valid,
  input                         host_req_opcode,
  input    [HOST_ADDR_BITS-1:0] host_req_addr,
  input    [HOST_DATA_BITS-1:0] host_req_value,
  output                        host_req_deq,
  output                        host_resp_valid,
  output   [HOST_DATA_BITS-1:0] host_resp_bits,
  output                        launch,
  input                         finish,
  input                         event_counter_valid,
  input    [HOST_DATA_BITS-1:0] event_counter_value,
  output   [HOST_DATA_BITS-1:0] constant,
  output   [HOST_DATA_BITS-1:0] length,
  output    [MEM_ADDR_BITS-1:0] inp_baddr,
  output    [MEM_ADDR_BITS-1:0] out_baddr
);
  localparam NUM_REG = 8;
  typedef enum logic {IDLE, READ} state_t;
  state_t state_n, state_r;
  always_ff @(posedge clock) begin
    if (reset) begin
      state_r <= IDLE;
    end else begin
      state_r <= state_n;
    end
  end
  always_comb begin
    state_n = IDLE;
    case (state_r)
      IDLE: begin
        if (host_req_valid & ~host_req_opcode) begin
          state_n = READ;
        end
      end
      READ: begin
        state_n = IDLE;
      end
    endcase
  end
  assign host_req_deq = (state_r == IDLE) ? host_req_valid : 1'b0;
  logic [HOST_DATA_BITS-1:0] rf [NUM_REG-1:0];
  genvar i;
  for (i = 0; i < NUM_REG; i++) begin
    logic wen = (state_r == IDLE)? host_req_valid & host_req_opcode & i*4 == host_req_addr : 1'b0;
    if (i == 0) begin
      always_ff @(posedge clock) begin
        if (reset) begin
          rf[i] <= 'd0;
        end else if (finish) begin
          rf[i] <= 'd2;
        end else if (wen) begin
          rf[i] <= host_req_value;
        end
      end
    end else if (i == 1) begin
      always_ff @(posedge clock) begin
        if (reset) begin
          rf[i] <= 'd0;
        end else if (event_counter_valid) begin
          rf[i] <= event_counter_value;
        end else if (wen) begin
          rf[i] <= host_req_value;
        end
      end
    end else begin
      always_ff @(posedge clock) begin
        if (reset) begin
          rf[i] <= 'd0;
        end else if (wen) begin
          rf[i] <= host_req_value;
        end
      end
    end
  end
  logic [HOST_DATA_BITS-1:0] rdata;
  always_ff @(posedge clock) begin
    if (reset) begin
      rdata <= 'd0;
    end else if ((state_r == IDLE) & host_req_valid & ~host_req_opcode) begin
      if (host_req_addr == 'h00) begin
        rdata <= rf[0];
      end else if (host_req_addr == 'h04) begin
        rdata <= rf[1];
      end else if (host_req_addr == 'h08) begin
        rdata <= rf[2];
      end else if (host_req_addr == 'h0c) begin
        rdata <= rf[3];
      end else if (host_req_addr == 'h10) begin
        rdata <= rf[4];
      end else if (host_req_addr == 'h14) begin
        rdata <= rf[5];
      end else if (host_req_addr == 'h18) begin
        rdata <= rf[6];
      end else if (host_req_addr == 'h1c) begin
        rdata <= rf[7];
      end else begin
        rdata <= 'd0;
      end
    end
  end
  assign host_resp_valid = (state_r == READ);
  assign host_resp_bits = rdata;
  assign launch = rf[0][0];
  assign constant = rf[2];
  assign length = rf[3];
  assign inp_baddr = {rf[5], rf[4]};
  assign out_baddr = {rf[7], rf[6]};
endmodule
File: design/flow/run.sh
#!/bin/bash
# OpenROAD 26Q1-2900-gdf79404cd8, Yosys 0.63+post, stock flow scripts
make -C /OpenROAD-flow-scripts/flow DESIGN_CONFIG=/design/flow/config.mk WORK_HOME=/design/flow/orfs finish
File: design/flow/config.mk
export PLATFORM = sky130hd
export DESIGN_NAME = Accel
export DESIGN_NICKNAME = Accel
export VERILOG_FILES = /design/flow/design.v
export SDC_FILE = /design/flow/constraint.sdc
export NUM_CORES = 4
export LEC_CHECK = 1
export CORE_UTILIZATION = 30
File: design/flow/constraint.sdc
current_design Accel

set clk_period 14.8
set clk_io_pct 0.2

create_clock -name clk0 -period $clk_period [get_ports {clock}]

set non_clock_inputs [all_inputs -no_clocks]
set_input_delay [expr $clk_period * $clk_io_pct] -clock clk0 $non_clock_inputs
set_output_delay [expr $clk_period * $clk_io_pct] -clock clk0 [all_outputs]
==> job_summary.md <==
### Flow metrics

| Metric | Value |
|---|---|
| Number of enable flip-flop cells | `between 150 and 200` |
| Power density cells | `~95 nW/um2` |
| Die width | `approximately 310 um` |
| # DRC | `0` |
| Number of DRC markers in iteration 0 | `2431` |
| Final core occ | `36.7%` |
| Synth Seq Share | `~45%` |
| Critical path capture point type | `output pin` |
| Path type of the worst min-delay path | `flip-flop to flip-flop` |
| Final Cell Area | `~35000 um2` |
| Unrepaired setup endpoints after global routing | `no` |
| Num CTS Buffers | `67` |
| Final count of negative-setup-slack endpoints | `0` |
| Crit path capture | `host_req_deq` |
| Peak VDD IR | `0.0000805 V` |
| Post-Synthesis Cells | `3330` |
| Synthesis area per yosys | `between 20000 and 30000 um2` |
| Slowest cell delay on critical path | `0.58 ns` |
| Global Route Usage Sum | `21.1%` |
| Status | `finished clean` |
| Startpoint types | `input port` |
| Share of layout cells above drive strength 1 | `7.98%` |
| Post-cts sizing count | `0` |
| Critical Path RT | `11.84 ns` |
| Worst Setup SP | `host_req_valid` |
| Hold Buf Count CTS | `0` |
| H-tree Lvls | `3` |
| R2R depth | `12` |
| Routed len/inst | `21.4 um` |
| IO buf count | `approximately 270` |
| WS Path Type | `input port to output pin` |
| CP Cell Sequence | `clkdlybuf4s50_1, nor2b_1, buf_4, clkdlybuf4s50_1` |
| Worst slew pin tran | `0.837 ns` |
| Leakage power total | `12.1 nW` |
| Final Worst Setup Slack | `7.20 ns` |
| Unique cell types | `76` |
| Buffer-and-inverter tally for the worst setup path | `3` |
| Fill count | `9560` |
| Placer Congestion | `~0.95` |
| Most used logic cell in the final layout | `nand2_1` |
| Area growth syn-to-layout | `20.6%` |
| Reg2reg start | `rf.rf[3][0]` |
| DRT Wirelength | `103000 um` |
| Final period util | `51.3%` |
| # Cells Yosys | `3330` |
| DR pass1 iterations | `8` |
| Core ar. | `95300 um2` |
| Clock Latency Late Sink | `0.63 ns` |
| Relative slew slack | `44.2%` |
| Reg2reg end | `rf.rf[1][2]` |
| Die area | `97900 um2` |
| Main flop type | `dfxtp_1` |
| Largest net degree at the start of global routing | `around 170` |
| CP arrival | `between 4 and 5 ns` |
| CTS Buffer Depth | `3` |
| CTS tree | `yes` |
| Post-Syn Area | `a little under 30000 um2` |
| MI comb area | `15000 um2` |
| Worst-path clk slew | `0.06 ns` |
| OpenROAD warning count | `28` |
| Post-route minimum period | `roughly 7.6 ns` |
| Post-synth regs | `550` |
| First-pass GRT wire length | `152000 um` |
| Pre-CTS setup slack | `7.19 ns` |
| Row Count | `113` |
| Crit path max-delay family | `buffers and inverters` |
| Most frequent cells in the layout | `691 x nand2_1, 357 x dfxtp_1, 316 x a21oi_1` |
| FF+latch area | `12900 um2` |
| Max_cap viols | `0` |
| Routed vias/inst | `5.26` |
| Fin Setup TNS | `0 ns` |
| Yosys warnings | `3` |
| R2R setup slack | `10.77 ns` |
| Achievable Freq | `between 100 and 150 MHz` |
| Worst Clk Skew | `about 0.034 ns` |
| Sinks on the clock net | `550` |
| Antenna violations before repair | `10` |
| Fin. max-slew vios | `0` |
| Die Y | `313 um` |
| Final hold violations | `0` |
| Total gr overflow | `0` |
| Slowest CP cell | `clkdlybuf4s50_1` |
| Total power draw | `3.33 mW` |
| Antenna-violating nets left | `0` |
| Clk root buf | `clkbuf_16` |
| FP Core Util | `between 30% and 40%` |
| Crit-path most repeated cell | `clkdlybuf4s50_1` |
| Instance count on the critical path | `4` |
| Avg Inst Size Synth | `8.71 um2` |
| Postcts setup bufs | `0` |
| Async set-reset flop share out of synthesis | `0%` |
| Vias in the first global route | `23600` |
| Placed Area | `32800 um2` |
| Ports | `around 280` |
| HPWL after DPL | `73200 um` |
| Routed vias | `25300` |
| Crit path max fanout | `5` |
cells by family after synthesis:
kind of cell,synth area share [%]
muxes,7.06
AOI/OAI and AO/OA,14.6
DFF,44.6
and+or+nand+nor,20.6
other,0.0129
buffers and inverters,3.86
adders and majority gates,1.67
xor gates and xnor gates,7.61
layout make-up:
cell class | instances | area share (%)
Antenna cell | 4 | 0.0286
Timing Repair Buffer | 328 | 9.03
Sequential cell | 550 | 37.0
Clock buffer | 96 | 5.46
Clock inverter | 22 | 0.634
Tap cell | 1265 | 4.53
Multi-Input combinational cell | 2504 | 42.9
Inverter | 35 | 0.376
power breakdown:
part	switching, mW	internal, mW
clock	0.688	0.926
sequential	0.00411	1.56
combinational	0.0887	0.0580
tightest hold or removal path: stages (launching register included):
cell	delay [ns]
dfxtp_1	0.31
nand2_1	0.05
a21oi_1	0.05
registers in the layout (all words and copies together), names as in the netlist:
name and flops:
comp.raddr 64, rf.rf 256, comp.data 64, comp.state_r 5, comp.waddr 64, comp.cnt 32, comp.cycle_counter 32, rf.state_r 1
rf.rdata 32
worst min-delay path by stage:
stage / to / slack [ns] / startpoint / cells past startpoint
4_1_cts: rf.rf[6][29] / 0.47 / rf.rf[6][29] / 2
5_1_grt: rf.rf[6][25] / 0.49 / rf.rf[6][25] / 2
6_report: rf.rf[6][29] / 0.47 / rf.rf[6][29] / 2
routing by layer:
layer,track usage [%],wire (um),vias to the layer above
li1,-,-,12100
met1,30.7,44300,12100
met2,31.1,45100,961
met3,7.24,10800,128
met4,4.38,2450,14
met5,0,78,-
per-stage QoR:
step,cells,hold WS (ns)
floorplan,3337,0.426
global placement,4682,0.454
detailed placement,4682,0.460
CTS,4800,0.468
global route,4800,0.487
finish,4804,0.468
synthesized netlist by cell type, drive strengths merged, types with 6 or more instances:
cell type	count	area, um2
nand2	692	2600
o21ai	217	1090
nor2b	42	263
a22oi	42	315
o21a	7	52.6
a21oi	316	1580
edfxtp	192	5770
and3	50	313
buf	29	166
ha	37	463
a21o	12	90.1
nor3	69	357
o22ai	6	37.5
o221ai	8	70.1
and4	18	158
o211ai	8	60.1
mux4	18	405
nor2	150	563
a21boi	6	45.0
nor3b	7	57.6
a31oi	15	93.8
inv	35	131
mux2	113	1270
a211oi	13	97.6
nand3	125	626
xnor2	131	1150
nand4	38	238
or2	10	62.6
nand2b	9	56.3
a222oi	6	60.1
xor2	121	1060
nor4	16	100
a221oi	28	245
clkbuf	219	822
mux2i	37	370
dfxtp	358	7170
or4	11	90.1
or3	33	206
and2	27	169
Power and IR drop assume default switching activity.
