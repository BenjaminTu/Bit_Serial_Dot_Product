==> flow/design.v <==
module BitSerial(  
  input        clock,  
  input        reset,  
  input  [3:0] io_weight_0,  
  input  [3:0] io_weight_1,  
  input  [3:0] io_activation_0,  
  input  [3:0] io_activation_1,  
  output [6:0] io_product  
);
  reg  sum_0;  
  reg [31:0] _RAND_0;
  reg  sum_1;  
  reg [31:0] _RAND_1;
  reg  sum_2;  
  reg [31:0] _RAND_2;
  reg  sum_3;  
  reg [31:0] _RAND_3;
  wire [3:0] _T_80;  
  wire  _T_81;  
  wire  _T_82;  
  wire  _T_83;  
  wire  _T_84;  
  wire [1:0] _T_85;  
  wire [1:0] _T_86;  
  wire [2:0] _T_87;  
  wire [3:0] _T_88;  
  wire  _T_89;  
  wire  _T_90;  
  wire  _T_91;  
  wire  _T_92;  
  wire [1:0] _T_93;  
  wire [1:0] _T_94;  
  wire [2:0] _T_95;  
  wire [3:0] _GEN_0;  
  wire [3:0] _T_97;  
  wire [3:0] _GEN_1;  
  wire [4:0] _T_98;  
  wire [3:0] _T_99;  
  wire  _T_100;  
  wire  _T_101;  
  wire  _T_102;  
  wire  _T_103;  
  wire [1:0] _T_104;  
  wire [1:0] _T_105;  
  wire [2:0] _T_106;  
  wire [3:0] _GEN_2;  
  wire [3:0] _T_108;  
  wire [3:0] _GEN_3;  
  wire [4:0] _T_109;  
  wire [3:0] _T_110;  
  wire  _T_111;  
  wire  _T_112;  
  wire  _T_113;  
  wire  _T_114;  
  wire [1:0] _T_115;  
  wire [1:0] _T_116;  
  wire [2:0] _T_117;  
  wire [5:0] _GEN_4;  
  wire [5:0] _T_119;  
  wire [5:0] _GEN_5;  
  wire [6:0] _T_120;  
  assign _T_80 = io_weight_0 & io_activation_0;  
  assign _T_81 = _T_80[0];  
  assign _T_82 = _T_80[1];  
  assign _T_83 = _T_80[2];  
  assign _T_84 = _T_80[3];  
  assign _T_85 = _T_81 + _T_82;  
  assign _T_86 = _T_83 + _T_84;  
  assign _T_87 = _T_85 + _T_86;  
  assign _T_88 = io_weight_0 & io_activation_1;  
  assign _T_89 = _T_88[0];  
  assign _T_90 = _T_88[1];  
  assign _T_91 = _T_88[2];  
  assign _T_92 = _T_88[3];  
  assign _T_93 = _T_89 + _T_90;  
  assign _T_94 = _T_91 + _T_92;  
  assign _T_95 = _T_93 + _T_94;  
  assign _GEN_0 = {{1'd0}, _T_95};  
  assign _T_97 = _GEN_0 << 1'h1;  
  assign _GEN_1 = {{3'd0}, sum_0};  
  assign _T_98 = _GEN_1 + _T_97;  
  assign _T_99 = io_weight_1 & io_activation_0;  
  assign _T_100 = _T_99[0];  
  assign _T_101 = _T_99[1];  
  assign _T_102 = _T_99[2];  
  assign _T_103 = _T_99[3];  
  assign _T_104 = _T_100 + _T_101;  
  assign _T_105 = _T_102 + _T_103;  
  assign _T_106 = _T_104 + _T_105;  
  assign _GEN_2 = {{1'd0}, _T_106};  
  assign _T_108 = _GEN_2 << 1'h1;  
  assign _GEN_3 = {{3'd0}, sum_1};  
  assign _T_109 = _GEN_3 + _T_108;  
  assign _T_110 = io_weight_1 & io_activation_1;  
  assign _T_111 = _T_110[0];  
  assign _T_112 = _T_110[1];  
  assign _T_113 = _T_110[2];  
  assign _T_114 = _T_110[3];  
  assign _T_115 = _T_111 + _T_112;  
  assign _T_116 = _T_113 + _T_114;  
  assign _T_117 = _T_115 + _T_116;  
  assign _GEN_4 = {{3'd0}, _T_117};  
  assign _T_119 = _GEN_4 << 2'h2;  
  assign _GEN_5 = {{5'd0}, sum_2};  
  assign _T_120 = _GEN_5 + _T_119;  
  assign io_product = {{6'd0}, sum_3};  
  always @(posedge clock) begin
    if (reset) begin
      sum_0 <= 1'h0;
    end else begin
      sum_0 <= _T_87[0];
    end
    if (reset) begin
      sum_1 <= 1'h0;
    end else begin
      sum_1 <= _T_98[0];
    end
    if (reset) begin
      sum_2 <= 1'h0;
    end else begin
      sum_2 <= _T_109[0];
    end
    if (reset) begin
      sum_3 <= 1'h0;
    end else begin
      sum_3 <= _T_120[0];
    end
  end
endmodule
==> flow/run.sh <==
#!/bin/bash
# OpenROAD 26Q1-2900-gdf79404cd8, Yosys 0.63+post, stock flow scripts
make -C /OpenROAD-flow-scripts/flow DESIGN_CONFIG=/design/flow/config.mk WORK_HOME=/design/flow/orfs finish
==> flow/config.mk <==
export PLATFORM = sky130hd
export DESIGN_NAME = BitSerial
export DESIGN_NICKNAME = BitSerial
export VERILOG_FILES = /design/flow/design.v
export SDC_FILE = /design/flow/constraint.sdc
export NUM_CORES = 4
export LEC_CHECK = 1
export CORE_AREA = 10 10 70 70
export DIE_AREA = 0 0 80 80
==> flow/constraint.sdc <==
current_design BitSerial

set clk_period 1.5
set clk_io_pct 0.2

create_clock -name clk0 -period $clk_period [get_ports {clock}]

set non_clock_inputs [all_inputs -no_clocks]
set_input_delay [expr $clk_period * $clk_io_pct] -clock clk0 $non_clock_inputs
set_output_delay [expr $clk_period * $clk_io_pct] -clock clk0 [all_outputs]
==> impl_metrics.json <==
{
  "post_cts_resize_count": 0,
  "postRouteWirelength_um": 439,
  "required_ps": 1200,
  "xor_share": 0.131,
  "worst_hold_path.endpoint": "sum_3$_SDFF_PP0_",
  "critPathMaxFanout": 1,
  "vdd_drop_max_mv": 0.214,
  "powerDensity_nw_per_um2": 855,
  "netlist_instances": 23,
  "end_kind": "output pin",
  "synth_top_area_share": 0.400,
  "synthDistinctLibCells": 7,
  "postCtsSetupBuffers": 0,
  "rows": 21,
  "yosys_area_um2": 200,
  "grt_pass1_wl_um": 800,
  "synth-main-ff-cell": "dfxtp_1",
  "logic_family": "buffers and inverters",
  "rsz0062_at_grt": "false",
  "grt.total_usage": 0.0153,
  "cp_slowest_cell": "clkdlybuf4s50_1",
  "crit_path_max_incr_delay_ps": 450,
  "regArea_um2": 80.1,
  "grt_util_met1": 0.0160,
  "fin_crit_sh": 0.855,
  "outcome": "complete, no violations",
  "topCellsByArea": "dfxtp_1 40%, buf_4 26%, xnor2_1 13%, nor2b_1 9.4%, nand2_1 7.5%",
  "period_minus_slack_ps": 1280,
  "rr_endpoint": "sum_2$_SDFF_PP0_",
  "p_leak_nw": 0.129,
  "cts_num_sinks": 4,
  "synth-async-reset-ratio": 0,
  "r2r_cells": 1,
  "antenna_found_initial": 0,
  "r2r_start": "sum_1$_SDFF_PP0_",
  "cts_buffers": 3,
  "vias": 153,
  "slew_violations": 0,
  "maxCapViolations": 0,
  "firstDrtPassIters": 2,
  "clkLatencyLatePin_ps": 240,
  "yosys_cells": 23,
  "htree_levels": 1,
  "grt.busiest_layer": "met2",
  "tritoncts": "yes",
  "wire_per_inst_um": 5.49,
  "die_w_um": 80,
  "hold_viol": 0,
  "clockBufferDepth": 2,
  "postRouteAntennaNets": 0,
  "gp_congestion": 0.576,
  "postCtsHoldBufs": 0,
  "crit_buf_inv": 1,
  "edf_count": 0,
  "fin_skew_ps": 0.122,
  "drt_iter0_drc": 5,
  "start_kind": "flip-flop",
  "ctsRootBufferMaster": "clkbuf_4",
  "fp.coreArea_um2": 3420,
  "fin_setup_tns_ps": 0,
  "synthSimpleGateAreaFrac": 0.188,
  "rrSetupSlack_ps": 990,
  "comb_area_um2": 86.3,
  "common_cells": "7 x buf_4, 4 x dfxtp_1, 4 x nand2_1, 3 x nor2b_1, 3 x xnor2_1",
  "met2_usage": 0.0193,
  "max_freq_mhz": 779,
  "port_buffers": 10,
  "ys_sh_mux": 0,
  "grt_pass1_vias": 207,
  "post-route-drc-count": 0,
  "syn_avg_cell_area_um2": 8.70,
  "hp-class": "flip-flop to flip-flop",
  "finalSetupViolations": 0,
  "path_delay_family": "buffers and inverters",
  "finish.utilization": 0.101,
  "synth-compound-area-share": 0,
  "syn_area_um2": 200,
  "ys_ff": 4,
  "worstHoldPathCells": 1,
  "cp_cell_sequence": "clkdlybuf4s50_1",
  "boundaryPins": 25,
  "min_from": "sum_2$_SDFF_PP0_",
  "clkTransAtPathRegs_ps": 40,
  "num_antenna_cells": 0,
  "syn2layout_area_growth_pct": 73.1,
  "fillCellCount": 408,
  "ys_seq_share": 0.400,
  "use_met3": 0.0148,
  "most_common_cell": "buf_4",
  "dieArea_um2": 6400,
  "grt_max_degree": 5,
  "crit_type": "flip-flop to output pin",
  "yosysWarnings": 1,
  "drive_above_1_share": 0.0882,
  "die_y_um": 80,
  "gr-total-overflow": 0,
  "warnings": 33,
  "post-dp-hpwl_um": 385,
  "cp.arrival_ps": 980,
  "initial_core_util": 0.0586,
  "viasPerCell": 1.91,
  "fa_ha_area_frac": 0,
  "top_area_cell": "dfxtp_1"
}
[how the worst max path moves through the flow]
stage / cells past startpoint / slack [ps] / end / startpoint
4_1_cts: 1 / 200 / io_product[0] / sum_3$_SDFF_PP0_
5_1_grt: 1 / 170 / io_product[0] / sum_3$_SDFF_PP0_
6_report: 1 / 220 / io_product[0] / sum_3$_SDFF_PP0_
[where the power goes]
group | internal, W | switching (W) | total [W]
Sequential | 0.000114 | 0.00000140 | 0.000116
Clock | 0.0000896 | 0.0000457 | 0.000135
Combinational | 0.0000323 | 0.0000128 | 0.0000451
[routing by layer]
layer  wire length [um]  vias up
li1                   -       77
met1                176       59
met2                146       15
met3                 90        2
met4                 26        0
met5                  0        -
[placed cells by master, fill, tap and decap left out]
cell type | Yosys | layout
clkbuf_4 | 0 | 3
clkdlybuf4s50_1 | 0 | 10
conb_1 | 1 | 6
dfxtp_1 | 4 | 4
nand2_1 | 4 | 4
nor2_1 | 1 | 1
nor2b_1 | 3 | 3
xnor2_1 | 3 | 3
[cell type report]
class,instances,area share
clock buffer,3,0.0650
multi-input combinational,17,0.249
sequential,4,0.231
tap,46,0.166
timing repair buffer,10,0.289
[cells by family after synthesis]
| logic type | after synthesis |
|---|---|
| other | 1 |
| buffers and inverters | 7 |
| and+or+nand+nor | 8 |
| DFF | 4 |
| xor gates and xnor gates | 3 |
[per-stage QoR]
step	hold slack, ps	setup slack [ps]	cells	instance area [um^2]	power (W)
4_1_cts	436	201	80	347	0.000303
3_3_place_gp	420	181	77	324	0.000163
2_1_floorplan	372	698	28	219	0.000146
5_1_grt	465	168	80	347	0.000319
3_5_place_dp	427	171	77	324	0.000164
6_report	433	217	80	347	0.000296
[registers in the layout, indices dropped and copies added (netlist names)]
signal	flops
sum_3	1
sum_1	1
sum_2	1
sum_0	1
Power figures rest on the tool's default switching activity, not on a simulated workload.
