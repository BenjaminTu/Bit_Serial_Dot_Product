==> design/flow/design.v <==
module Dot(  
  input         clock,  
  input         reset,  
  input  [7:0]  io_a_0,  
  input  [7:0]  io_b_0,  
  output [15:0] io_y  
);
  reg [15:0] accum;  
  reg [31:0] _RAND_0;
  wire [15:0] _T_39;  
  wire [16:0] _T_40;  
  wire [15:0] _GEN_0;  
  assign _T_39 = $signed(io_a_0) * $signed(io_b_0);  
  assign _T_40 = $signed(accum) + $signed(_T_39);  
  assign io_y = accum;  
  assign _GEN_0 = _T_40[15:0];  
  always @(posedge clock) begin
    if (reset) begin
      accum <= 16'sh0;
    end else begin
      accum <= $signed(_GEN_0);
    end
  end
endmodule
==> design/flow/run.sh <==
#!/bin/bash
# OpenROAD 26Q1-2900-gdf79404cd8, Yosys 0.63+post, stock flow scripts
make -C /OpenROAD-flow-scripts/flow DESIGN_CONFIG=/design/flow/config.mk WORK_HOME=/design/flow/orfs finish
==> design/flow/config.mk <==
export PLATFORM = sky130hd
export DESIGN_NAME = Dot
export DESIGN_NICKNAME = Dot
export VERILOG_FILES = /design/flow/design.v
export SDC_FILE = /design/flow/constraint.sdc
export NUM_CORES = 4
export LEC_CHECK = 1
export CORE_UTILIZATION = 40
==> design/flow/constraint.sdc <==
current_design Dot

set clk_period 6.1
set clk_io_pct 0.2

create_clock -name clk0 -period $clk_period [get_ports {clock}]

set non_clock_inputs [all_inputs -no_clocks]
set_input_delay [expr $clk_period * $clk_io_pct] -clock clk0 $non_clock_inputs
set_output_delay [expr $clk_period * $clk_io_pct] -clock clk0 [all_outputs]
==> git commit body <==
Record implementation results from latest flow run

- Status: finished clean
* Cell type with the highest aggregate area in the netlist: sky130_fd_sc_hd__fa_1
- Detailed placement reports a standard cell area of 3900 µm².
* Number of setup buffers added after CTS: 0
- After legalization and detailed placement, the total HPWL measured 5560 µm.
- Synthesized area per cell: 10.0 µm²
* Portion of the post-synthesis area used by sequential elements: 9.79%
* Gate count after technology mapping: 326
* PnR Total Power: 0.00237 W
- Per the placement log, port buffering inserted 33 buffers.
- Yosys reports that the most numerous cell types are sky130_fd_sc_hd__fa_1, sky130_fd_sc_hd__inv_1, sky130_fd_sc_hd__ha_1, sky130_fd_sc_hd__and2_1, sky130_fd_sc_hd__nand2_1.
- The path with the worst hold slack has its endpoint at accum[0]$_SDFF_PP0_.
- At the pin with the least slew margin, the transition time is 0.652 ns.
- For this design, the CTS-stage hold fixing added 0 buffers.
- The number of global-route vias before repair is 2500.
* Power Dens Cells: 601 nW/µm²
- Worst hold path stage count: 2
* Clock latency of the later-clocked register in the worst-skew pair: 0.24 ns
- For this block, the routed nets add up to 5980 µm of wire.
- DRC: 0
- Post-Syn Area: 3270 µm²
- RR Endpoint: accum[14]$_SDFF_PP0_
* Global-route wire length before repair: 11500 µm
- No sink is reached through more buffers than the 2 on the longest clock path.
- The number of maximum-capacitance violations recorded for the run is 0.
* Register-to-register setup slack: 1.55 ns
* Clock Sink Count: 16
- Critical path capture point type: flip-flop
* Initial core utilization: 41.9%
- Post-synth EDFFs: 0
* Overall global routing resource usage: 17.7%
- TritonCTS created 3 clock buffers.
- Horizontal die size: 92.4 µm
- Classification of the worst setup path: in -> reg
- In the Yosys report the total cell count is 326.
* Part of the power in registers: 8.2%
- Entering global routing, the biggest net connects 19 pins.
- Switching share of power: 47.7%
* Final core utilization: 50.5%
- Of the post-synthesis cell area, the dominant cell type holds 43.4%.
- The analysis attributes to cell leakage a power of 2.00 nW.
- Biggest registers after layout: accum (16)
- Number of routed nets with antenna violations: 0
* OpenROAD warning count: 27
- The first detailed-routing pass ran for 6 iterations.
- The routed design could run at a clock period as short as 5.84 ns.
- The final timing report lists a max-slew violation count of 0.
* Source of the worst register-to-register timing path: accum[6]$_SDFF_PP0_
- Hold timing on the final database bottoms out at a slack of 0.601 ns.
- Clk slew on worst S/H paths: 0.06 ns
* H-tree Lvls: 1
- Number of warning messages in the yosys log: 1
- In the finished design, the share of the clock period the worst path needs comes to 95.8%.
* Average wire length per cell after detail routing: 12.3 µm
- The most used flip-flop cell after synthesis is sky130_fd_sc_hd__dfxtp_1.
* Final hold violation count: 0
* Worst Reg-to-Reg Cells: 15
- The floorplan step set the die height to 92.4 µm.
- In the Yosys stats the netlist draws on 29 distinct library cells.
- Filler cells: 724
* Layout cell share with drive strength beyond 1: 7.31%
* Share of total power in the clock network: 3.3%
- Max VDD drop: 0.452 mV
- Clock root buffer: sky130_fd_sc_hd__clkbuf_8
- RSZ-0062 raised after global routing: yes
- The flow measured a signed area growth from synthesis to layout of 20.4%.
- The switching component of the power was reported as 0.00113 W.
- Kind of start point of the critical path: input port
- CTS tree: yes
- Before CTS, the worst setup slack after placement is -0.0101 ns.
- Critical path arrival: 5.98 ns
- Async set-reset flop share out of synthesis: 0%
- Along the worst path, the maximum fanout reaches 3.
* Post-route cell area: 3940 µm²
* Average via count per standard cell: 4.52
- Number of rows created at floorplan: 32
- The data required time reported for the critical path is 6.23 ns.
- Number of diodes: 0
- Final GP Congestion: 0.859
- Register name with the most flops: accum
* Worst hold path startpoint: accum[0]$_SDFF_PP0_
- Relative slew margins: 56.4%
* Maximum clock rate: 171 MHz
- Per the finish-stage timing summary, setup violations number 0.
* Total number of vias: 2192
- The number of antenna violations at the first check in global routing is 0.
* Post-Route Skew: 0.00109 ns
- The critical path in the final layout is reported with a setup slack of 0.255 ns.
- Post-synthesis, Yosys gives the total cell area as 3270 µm².
- Per the synth log, the flip-flop and latch total comes to 16.
* IO Count: 34
- The first routing iteration left 61 violations.
- The floorplan step defined a die boundary enclosing 8550 µm².
* Max reg flops: 16
- Proportion of power drawn by combinational gates: 88.5%
- The internal portion of the total power is 0.00124 W.
- Yosys top cell by instances: sky130_fd_sc_hd__fa_1
- The global route stage reports its total congestion overflow as 0.
* Top cells by area, synth: sky130_fd_sc_hd__fa_1, sky130_fd_sc_hd__ha_1, sky130_fd_sc_hd__dfxtp_1, sky130_fd_sc_hd__inv_1, sky130_fd_sc_hd__and2_1
* Core area: 7810 µm²
* Min-Delay Path Class: reg -> reg
==> final cells by class <==
cell class	instances	area (µm²)	share of cell area [%]
Multi-Input combinational cell	236	2670	67.9
Timing Repair Buffer	57	510	13.0
Sequential cell	16	320	8.13
Inverter	71	267	6.76
Tap cell	102	128	3.24
Clock buffer	3	41.3	1.05
==> per-layer routing <==
layer | track usage [%] | part of all wire (%)
met1 | 29.8 | 50
met2 | 25.4 | 42
met3 | 4.68 | 7.6
met4 | 1.30 | 0.60
met5 | 0 | 0
==> cell usage in the layout (no fill, tap or decap), types with 7 or more instances in the layout <==
cell type / Yosys / routed
sky130_fd_sc_hd__and2_1: 32 / 32
sky130_fd_sc_hd__buf_4: 0 / 24
sky130_fd_sc_hd__clkdlybuf4s50_1: 0 / 33
sky130_fd_sc_hd__dfxtp_1: 16 / 16
sky130_fd_sc_hd__fa_1: 71 / 71
sky130_fd_sc_hd__ha_1: 37 / 37
sky130_fd_sc_hd__inv_1: 70 / 70
sky130_fd_sc_hd__nand2_1: 26 / 26
sky130_fd_sc_hd__nor2_1: 15 / 15
sky130_fd_sc_hd__nor2b_1: 7 / 7
sky130_fd_sc_hd__xnor2_1: 11 / 11
==> metrics by stage <==
stage	TNS, ns	std cells
global placement	0	482
global route	-0.00267	485
floorplan	0	326
CTS	0	485
detailed placement	-0.0101	482
finish	0	485
==> cell families (layout without fill, tap and decap cells) <==
group | count (synthesis) | after routing | synth area share (%)
adder cells (fa/ha/maj) | 108 | 108 | 57.6
AND/OR/NAND/NOR | 86 | 86 | 13.4
buffers and inverters | 74 | 131 | 8.49
AND-OR/OR-AND | 23 | 23 | 5.16
XOR/XNOR | 18 | 18 | 5.24
flip-flops | 16 | 16 | 9.79
multiplexers | 1 | 1 | 0.344
==> how the worst max path moves through the flow <==
stage                     start                    to  slack [ns]  depth (start not counted)
final                 io_b_0[0]  accum[14]$_SDFF_PP0_        0.26                         15
after global routing  io_b_0[0]  accum[14]$_SDFF_PP0_      -0.003                         15
after CTS             io_b_0[0]  accum[14]$_SDFF_PP0_        0.22                         15
==> worst max-delay path, cell delays in order <==
cell                              delay, ns
sky130_fd_sc_hd__clkdlybuf4s50_1       0.51
sky130_fd_sc_hd__and2_1                0.16
sky130_fd_sc_hd__inv_1                 0.05
sky130_fd_sc_hd__fa_1                  0.47
sky130_fd_sc_hd__inv_1                 0.05
sky130_fd_sc_hd__fa_1                  0.48
sky130_fd_sc_hd__fa_1                  0.53
sky130_fd_sc_hd__fa_1                  0.59
sky130_fd_sc_hd__fa_1                  0.42
sky130_fd_sc_hd__ha_1                  0.25
sky130_fd_sc_hd__a2111oi_4             0.35
sky130_fd_sc_hd__o21ai_1               0.11
sky130_fd_sc_hd__a31o_1                0.24
sky130_fd_sc_hd__a31oi_1               0.19
sky130_fd_sc_hd__mux2_1                0.33
==> power by group through the flow <==
stage,Combinational [W],Clock [W],Sequential (W)
after CTS,0.00213,0.0000820,0.000197
final,0.00210,0.0000780,0.000195
after global routing,0.00245,0.0000877,0.000202
==> repair_timing <==
| item | CTS | global route |
|---|---|---|
| resized | 0 | 1 |
| setup endpoints to repair | 0 | 1 |
| endpoints found under the hold margin | 0 | 0 |
Power figures rest on the tool's default switching activity, not on a simulated workload.
